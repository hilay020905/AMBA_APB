==> flow/design.v <==
module APB_Memory(
    input Pclk,           
    input Prst,           
    input [4:0] Paddr,    
    input Pselx,          
    input Penable,        
    input Pwrite,         
    input [31:0] Pwdata,  
    output reg Pready,    
    output reg Pslverr,   
    output reg [31:0] Prdata,  
    output reg [31:0] temp      
);
    reg [31:0] mem [31:0];  
    parameter [1:0] idle = 2'b00,    
                    setup = 2'b01,   
                    access = 2'b10;  
    reg [1:0] present_state, next_state;
    always @(posedge Pclk or negedge Prst) begin
        if (Prst == 0) begin
            present_state <= idle;  
        end else begin
            present_state <= next_state;  
        end
    end
    always @(*) begin
        Pready = 0;
        Pslverr = 0;
        Prdata = 32'bz;  
        case (present_state)
            idle: begin
                next_state = setup;  
            end
            setup: begin
                if (Pselx) begin
                    next_state = access;  
                end else begin
                    next_state = idle;  
                end
            end
            access: begin
                Pready = 1'b1;  
                if (Pwrite == 1 && Penable == 1) begin
                    if (Paddr > 31) begin
                        Pslverr = 1;  
                    end else begin
                        mem[Paddr] = Pwdata;  
                        temp = mem[Paddr];    
                        Pslverr = 1'b0;       
                    end
                end else if (Penable && Pwrite == 0) begin
                    Prdata = mem[Paddr];  
                end else if (!Penable) begin
                    next_state = idle;  
                end
            end
        endcase
    end
endmodule
==> flow/run.sh <==
#!/bin/bash
# OpenROAD 26Q1-2900-gdf79404cd8, Yosys 0.63+post, stock flow scripts
make -C /OpenROAD-flow-scripts/flow DESIGN_CONFIG=/design/flow/config.mk WORK_HOME=/design/flow/orfs finish
==> flow/config.mk <==
export PLATFORM = sky130hd
export DESIGN_NAME = APB_Memory
export DESIGN_NICKNAME = APB_Memory
export VERILOG_FILES = /design/flow/design.v
export SDC_FILE = /design/flow/constraint.sdc
export NUM_CORES = 4
export LEC_CHECK = 1
export CORE_UTILIZATION = 50
==> flow/constraint.sdc <==
current_design APB_Memory

set clk_period 20.5
set clk_io_pct 0.2

create_clock -name clk0 -period $clk_period [get_ports {Pclk}]

set non_clock_inputs [all_inputs -no_clocks]
set_input_delay [expr $clk_period * $clk_io_pct] -clock clk0 $non_clock_inputs
set_output_delay [expr $clk_period * $clk_io_pct] -clock clk0 [all_outputs]
==> ci_impl_report.md <==
## Implementation flow summary

| Metric | Value |
|---|---|
| Status | finished, final reports clean |
| Register pins left without a clock | 1058 |
| Log Warnings | 27 |
| Crit-path slowest cell | buf_4 |
| Crit-path max cell delay | 0.77 ns |
| Yosys warns | 1027 |
| Endpoints failing hold | 0 |
| Highest clock rate | 0.08139 GHz |
| Root buffer cell | clkbuf_16 |
| Fp util | 0.5092 |
| CP Cell Sequence | buf_2 > buf_4 > nand2_2 > nor2_4 > buf_4 > a22oi_1 > and4_1 > o2111ai_1 > o32a_1 > clkdlybuf4s50_1 |
| Initial antenna violation count | 4 |
| Synth Instances | 3443 |
| Top cells, area | dlxtn_1, mux2_2, a22oi_1 |
| GP Congestion | 0.9828 |
| Crit start category | primary input |
| Routed vias/inst | 6.638 |
| First-pass GRT wire length | 191.5 mm |
| Endpoints left unconstrained | 1092 |
| Worst VDD drop | 0.00004038 V |
| Core Util, Final | 0.5328 |
| Cell Rows | 97 |
| Leakage power | 15.95 nW |
| Final setup fails | 0 |
| Port bufs | 106 |
| Synth flops | 1060 |
| Final slew viol count | 0 |
| Chip area line of the yosys report | 35970 sq um |
| DRC | 0 |
| Max-cap violations | 0 |
| Num CTS Buffers | 3 |
| Clock Tree Buf Depth | 2 |
| Number of fill cells | 6167 |
| TritonRoute pass-1 iters | 5 |
| Crit path max-delay family | buffers and inverters |
| Post-DP HPWL | 81.36 mm |
| Ports | 108 |
| Setup TNS | 0 ns |
| Die width | 270.2 um |
| Worst endpoint required time | 16.40 ns |
| Die Footprint | 73010 sq um |
| CTS tree | done |
| Most common reg cell | dlxtn_1 |
| Post-CTS Setup Bufs | 0 |
| Routed wire length | 133.5 mm |
| # Cells Yosys | 3443 |
| Tmin final | 12.29 ns |
| Layout cell share with drive strength beyond 1 | 0.3717 |
| Core area | 70640 sq um |
| Total grt overflow | 0 |
| Post-synth EDFFs | 0 |
| PD cells | 40.56 nW/um^2 |
| Cell variety after synth | 71 |
| Gr usage total | 0.3767 |
| Most used cell, CP | buf_4 |
| Vias in the first global route | 26730 |
| Synth Cell Area | 35970 sq um |
| Setup crit end kind | output port |
| Worst Path Max Fanout | 38 |
| Clock transition at path regs | 0.03 ns |
| Top-area cell share | 0.4421 |
| Worst Path Buf+Inv | 4 |
| Die Y | 270.2 um |
| Tcrit/Tclk final | 0.5993 |
| Hold Path Class | primary input to async pin |
| Hold buffers post-CTS | 0 |
| Worst Setup Path Type | primary input to output port |
| RSZ-0062 raised after global routing | false |
| Arrival @ worst endpoint | 8.19 ns |
| Worst slew pin tran | 1.098 ns |
| Cell type with the largest total area | dlxtn_1 |
| DR WL/cell | 31.29 um |
| Via count | 28330 |
| Largest net degree at the start of global routing | 45 |
| Initial drt markers | 2273 |
| Area delta synth->final | 4.640% |
| Max-slew headroom | 0.2590 |
| Synth async-reset ratio | 0.001887 |
| Post-CTS Resized | 0 |
| Final ANT Viol Nets | 0 |
| H-tree levels | 1 |
| Syn avg cell area | 10.45 sq um |
## report_power, final
part            total, W  internal [W]  leakage [nW]  switching, W
logic           0.000696      0.000445          7.39      0.000250
registers       0.000802      0.000584          8.52      0.000217
clock network  0.0000291     0.0000248        0.0370    0.00000433
total            0.00153       0.00105          15.9      0.000472
## stage by stage
step           power (W)  cell area [sq um]  worst slack, ns  instances  hold slack [ns]
5_1_grt         0.001647              37630            8.138       4264            4.051
6_report        0.001527              37640            8.214       4268            4.048
3_5_place_dp    0.001486              37550            8.331       4260            4.279
3_3_place_gp    0.001441              37550            8.390       4260            4.269
2_1_floorplan   0.001289              35970            10.82       3443            3.804
4_1_cts         0.001519              37620            8.313       4263            4.049
## synthesized netlist by cell type (11+ instances only)
cell      instances
a221oi_1         67
a21oi_1          34
and3_1           14
a22o_1           76
buf_6            13
a22oi_1         254
nand2_1         192
mux2i_1          25
nor3_1           17
nor2_1           37
a32oi_1          13
buf_4            69
nand4_1          48
nand3_1          32
clkbuf_1        146
o21ai_0          18
o32a_1           18
a31oi_1          11
buf_2           141
dlxtn_1        1058
mux2_2         1003
## cell type report
class / instances / area, sq um / area share
Antenna cell: 5 / 12.51 / 0.0003324
Clock buffer: 3 / 75.07 / 0.001995
Inverter: 10 / 37.54 / 0.0009973
Multi-Input combinational cell: 1998 / 18270 / 0.4853
Sequential cell: 1060 / 15940 / 0.4234
Tap cell: 940 / 1176 / 0.03125
Timing Repair Buffer: 252 / 2135 / 0.05671
## kinds of logic (layout without fill, tap and decap cells)
| family | Yosys count | after routing | synth area share |
|---|---|---|---|
| DFF | 2 | 2 | 0.001392 |
| adders and majority gates | 3 | 3 | 0.001044 |
| muxes | 1032 | 1032 | 0.3229 |
| AOI/OAI and AO/OA | 546 | 546 | 0.1194 |
| and+or+nand+nor | 416 | 416 | 0.05854 |
| latches | 1058 | 1058 | 0.4421 |
| other | 1 | 6 | 0.0001043 |
| buffers and inverters | 385 | 265 | 0.05500 |
## state kept, by name, indices dropped and copies added, names as in the netlist
register	flops
mem	1024
next_state	2
present_state	2
temp	32
## path summary, 6_finish.rpt
check / from / endpoint / cells after the start
setup / recovery: Paddr[1] / Prdata[16] / 10
hold / removal: Prst / present_state[1] / 1
max in group asynchronous: Prst / present_state[0] / 1
min in group clk0: present_state[1] / Pready / 2
## cells in the final DEF (no fill, tap or decap), types with 4 or more instances in the layout
cell type	n
mux2_2	1003
nor2_4	17
o32a_1	18
nand2_1	163
buf_4	147
and2_1	6
buf_2	4
nor3_4	9
and4_1	7
nor3_1	15
nand4_1	48
inv_1	9
or3_1	4
a31oi_1	11
a221oi_2	5
o2bb2ai_1	4
nor4_1	7
o21ai_0	18
a32oi_1	13
clkdlybuf4s50_1	101
nand2b_1	9
and3_1	9
a22oi_1	254
a221oi_1	67
a222oi_1	8
nor2b_1	8
nand3_1	32
nor2_1	30
a21oi_1	34
diode_2	5
nand2_2	30
a211oi_1	5
a22o_1	76
mux2i_1	25
dlxtn_1	1058
## layer usage
layer  share of wire  up-vias  GRT usage  wire length [um]
met5         0.00017        -          0                23
met4           0.049        4     0.1488              6552
met3            0.12      353     0.1184             15790
met2            0.43     1602     0.5564             58080
met1            0.40    14020     0.5276             53090
li1                -    12360          -                 -
No activity file was given, so power comes from the tool's default toggle rates.
