[flow/run.sh]
#!/bin/bash
# OpenROAD 26Q1-2900-gdf79404cd8, Yosys 0.63+post, stock flow scripts
make -C /OpenROAD-flow-scripts/flow DESIGN_CONFIG=/design/flow/config.mk WORK_HOME=/design/flow/orfs finish
[flow/config.mk]
export PLATFORM = sky130hd
export DESIGN_NAME = apb_s
export DESIGN_NICKNAME = apb_s
export VERILOG_FILES = /design/flow/design.v
export SDC_FILE = /design/flow/constraint.sdc
export NUM_CORES = 4
export LEC_CHECK = 1
export CORE_UTILIZATION = 40
[flow/constraint.sdc]
current_design apb_s

set clk_period 1.5
set clk_io_pct 0.2

create_clock -name clk0 -period $clk_period [get_ports {pclk}]

set non_clock_inputs [all_inputs -no_clocks]
set_input_delay [expr $clk_period * $clk_io_pct] -clock clk0 $non_clock_inputs
set_output_delay [expr $clk_period * $clk_io_pct] -clock clk0 [all_outputs]
[flow/design.v]
module apb_s
(
    input  pclk,
    input  presetn,
    input [31:0] paddr,
    input psel,
    input penable,
    input [7:0] pwdata,
    input pwrite,
    output reg [7:0] prdata,
    output reg pready,
    output     pslverr
);
  localparam [1:0] idle = 0, write = 1, read = 2;
  reg [7:0] mem[16];
  reg [1:0] state, nstate;
  bit  addr_err , addv_err, data_err;
  always@(posedge pclk, negedge presetn)
    begin
      if(presetn == 1'b0)
          state <= idle;
      else
          state <= nstate;
    end
  always@(*)
    begin
    case(state)
     idle:
     begin
        prdata    = 8'h00;
        pready    = 1'b0;
            if(psel == 1'b1 && pwrite == 1'b1)  
                nstate = write;
            else if (psel == 1'b1 && pwrite == 1'b0)
                nstate = read;
            else
                nstate = idle; 
      end   
     write:
     begin
        if(psel == 1'b1 && penable == 1'b1)
        begin 
                 if(!addr_err && !addv_err && !data_err )
                    begin
                    pready = 1'b1;
                    mem[paddr]  = pwdata;
                    nstate      = idle;
                    end
                else
                     begin
                     nstate = idle;
                     pready = 1'b1;
                     end     
        end
    end
    read:
     begin
        if(psel == 1'b1 && penable == 1'b1 )
        begin
            if(!addr_err && !addv_err && !data_err )
                 begin
                 pready = 1'b1;
                 prdata = mem[paddr];
                 nstate      = idle;
                 end
            else
                begin
                pready = 1'b1;
                prdata = 8'h00;
                nstate      = idle;
                end
        end
    end
    default : 
    begin
        nstate = idle; 
        prdata    = 8'h00;
        pready    = 1'b0;
     end
    endcase
    end
reg av_t = 0;
always@(*)
begin
if(paddr >= 0)
  av_t = 1'b0;
else
  av_t = 1'b1;
end
reg dv_t = 0;
always@(*)
begin
if(pwdata >= 0)
  dv_t = 1'b0;
else
  dv_t = 1'b1;
end
assign addr_err = ((nstate == write || read) && (paddr > 15)) ? 1'b1 : 1'b0;
assign addv_err = (nstate == write || read) ? av_t : 1'b0;
assign data_err = (nstate == write || read) ? dv_t : 1'b0;
assign pslverr  = (psel == 1'b1 && penable == 1'b1) ? ( addv_err || addr_err || data_err) : 1'b0;
endmodule
interface abp_if();
	logic pclk, presetn, psel, penable, pwrite, pready, pslverr;
  	logic [31:0] paddr;
  	logic [7:0] pwdata, prdata;
endinterface
==> flow_metrics.tcl <==
# flow metrics
set metrics [dict create \
    hold_class "in2async" \
    leakage_nw 2.14 \
    peakVddDrop_mv 0.313 \
    synth_warnings 2 \
    fin_crit_sh_pct 97.4 \
    report.final.hold_viol_count 0 \
    io_pins 55 \
    worstMarginPinSlew_ns 0.874 \
    crit_path_end_kind "primary output" \
    unclocked_regs 139 \
    grt_max_degree 77 \
    drtIter0Drc 156 \
    crit_buf_inv 2 \
    power_density_nw_per_um2 218 \
    clockBufferDepth 2 \
    async_flop_share_pct 1.42 \
    top_layer "met4" \
    num_rows 36 \
    comb_area_sq_um 1680 \
    cpPeakStageDelay_ns 0.25 \
    status "finished, final reports clean" \
    maxCapViolCount 0 \
    port_buffers 54 \
    netlist_area_sq_um 3990 \
    grt_first_pass_wirelength_mm 15.7 \
    gp_congestion 0.848 \
    ctsHoldBuffers 0 \
    cts_tree "yes" \
    wl_per_cell_um 16.7 \
    ctsHtreeMaxLevel 1 \
    die_x_um 102 \
    flop_area_sq_um 2140 \
    crit_path_cell_trace "dlygate4sd2_1 > nor4_2 > nand3_1 > nor2_1 > nor2_1 > buf_2" \
    cts_made_buffers 3 \
    edf_count 0 \
    drv_slew 0 \
    clk_pin_slew_ns 0.03 \
    setup.worst_path.class "in2out" \
    route.layer.met1.wl_mm 4.54 \
    synth_cell_types 44 \
    hpwlAfterDp_mm 6.63 \
    grt.total_usage_pct 20.5 \
    fillCellCount 928 \
    fp-utilization_pct 41.0 \
    period_minus_slack_ns 1.46 \
    cp-start-kind "input port" \
    wl_mm 9.56 \
    num_vias 3110 \
    synthCells 404 \
    gr-total-overflow 0 \
    drtPass1Iterations 4 \
    core_sq_um 9730 \
    flop_cell "dlxtn_1" \
    met2_length_mm 4.35 \
    fmax_ghz 0.684 \
    untimed_endpoints 150 \
    ys_ff 141 \
    place_inst 569 \
    path_max_fanout 2 \
    drive_gt1_share_pct 10.9 \
    cp_slowest_cell "nor4_2" \
    ys_area_sq_um 3990 \
    root_buffer "clkbuf_8" \
    warning_count 27 \
    antenna_found_initial 0 \
    syn2layout_area_growth_pct 15.5 \
    setup_viol 0 \
    drt-vias-per-instance 5.43 \
    grt_pass1_vias 2949 \
    slew_headroom_pct 41.6 \
    drtAntennaViolNets 0 \
    cpLargestDelayFamily "simple AND/OR/NAND/NOR gates" \
    required_ns 1.20 \
    chipHeight_um 102 \
    chipArea_sq_um 10400 \
    power_mw 1.00 \
    dr_wl_met3_um 573 \
    ys_cells 404 \
    n_antenna_cell 0 \
    fin_cells 573 \
    drc 0 \
    cp_common_cell "nor2_1" \
    syn_avg_cell_area_sq_um 9.86 \
    critPathArrivalTime_ns 1.16 \
]
[layout make-up]
cell class	instances	share of cell area, %
Sequential cell	141	46.4
Multi-Input combinational cell	227	36.5
Timing Repair Buffer	66	12.3
Tap cell	133	3.62
Clock buffer	3	0.897
Inverter	3	0.245
[Yosys cell counts, drive strengths merged (8+ instances only)]
master  number  area, sq um
and2         9         56.3
and3        22          138
and3b       29          254
buf         20          130
clkbuf      13         48.8
dlxtn      139         2090
nand2        8         30.0
nand3       12         75.1
nand4       12         81.3
nor3b       23          178
o21ai       36          180
o221a        8         90.1
[registers in the layout (all words and copies together) (netlist names)]
register	flops
mem	128
prdata	8
nstate	2
state	2
pready	1
[per-stage QoR]
step	area, sq um	hold slack, ns	util (%)	TNS (ns)	setup WS, ns
after floorplan	3990	0.00441	-	0	0.247
after global placement	4590	0.477	47.1	-0.534	-0.534
after detailed placement	4590	0.479	47.1	-0.568	-0.568
after CTS	4610	0.259	47.4	0	0.00114
after global routing	4600	0.262	47.3	-0.0500	-0.0500
final	4600	0.260	47.3	0	0.0384
[final timing paths]
path	startpoint	endpoint	slack, ns	depth (start not counted)
hold / removal	presetn	state[0]$_DFF_PN0_	0.26	1
setup / recovery	paddr[14]	pslverr	0.04	6
min in group clk0	paddr[29]	pslverr	1.01	6
max in group asynchronous	presetn	state[1]$_DFF_PN0_	1.12	1
[cells in the final DEF, fill, tap and decap left out, drive strengths merged, types with 2 or more instances in the layout]
cell,n
nor3,2
nand3,12
inv,3
nor2,6
and2,9
a32oi,7
nor4,7
clkdlybuf4s50,23
dlygate4sd2,7
or2,2
a21oi,7
nand4,12
and3b,29
ha,3
mux2i,4
o21ai,36
o2111ai,7
buf,15
nor3b,23
clkbuf,11
dfrtp,2
and3,22
a22oi,7
dlxtn,139
clkdlybuf4s15,13
nor2b,6
o221a,8
nand2,8
[logic make-up after synthesis]
group	count (synthesis)	share of synthesized area, %
AOI/OAI and AO/OA	76	12.9
muxes	5	1.57
DFF	2	1.26
and+or+nand+nor	143	26.2
buffers and inverters	36	4.77
adders and majority gates	3	0.942
latches	139	52.4
[where the power goes]
part | internal, mW | switching, mW | total [mW] | leakage (nW)
Clock | 0.169 | 0.0376 | 0.207 | 0.0216
Combinational | 0.210 | 0.275 | 0.485 | 0.962
Sequential | 0.277 | 0.0346 | 0.312 | 1.15
Total | 0.656 | 0.348 | 1.00 | 2.14
[routing by layer]
layer	vias to the layer above	global-route usage [%]
met5	-	0
met3	4	2.99
met4	0	1.87
met2	97	31.6
li1	1534	-
met1	1475	33.1
[what timing repair did]
| item | 4_1_cts | 5_1_grt |
|---|---|---|
| endpoints found under the hold margin | 0 | 0 |
| pin swaps | 11 | 11 |
| gates resized | 44 | 19 |
| endpoints found under the setup margin | 1 | 1 |
| setup buffers | 1 | 0 |
Power is estimated from default activity; no workload was simulated.
